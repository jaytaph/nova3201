==> ./run.sh <==
#!/bin/bash
# OpenROAD 26Q1-2900-gdf79404cd8, Yosys 0.63+post, stock flow scripts
make -C /OpenROAD-flow-scripts/flow DESIGN_CONFIG=/design/flow/config.mk WORK_HOME=/design/flow/orfs finish
==> ./config.mk <==
export PLATFORM = sky130hd
export DESIGN_NAME = cpu_core
export DESIGN_NICKNAME = cpu_core
export VERILOG_FILES = /design/flow/design.v
export SDC_FILE = /design/flow/constraint.sdc
export NUM_CORES = 4
export LEC_CHECK = 1
export CORE_UTILIZATION = 30
==> ./constraint.sdc <==
current_design cpu_core

set clk_period 10.5
set clk_io_pct 0.2

create_clock -name clk0 -period $clk_period [get_ports {clk}]

set non_clock_inputs [all_inputs -no_clocks]
set_input_delay [expr $clk_period * $clk_io_pct] -clock clk0 $non_clock_inputs
set_output_delay [expr $clk_period * $clk_io_pct] -clock clk0 [all_outputs]
==> ./design.v <==
module alu (
    input  wire [5:0]   alu_op,      
    input  wire [31:0]  rs,          
    input  wire [31:0]  rt,          
    input  wire [15:0]  imm16,       
    input  wire [25:0]  target,      
    output reg  [31:0]  rd           
);
    localparam ALU_ADD  = 6'h0;
    localparam ALU_SUB  = 6'h1;
    localparam ALU_AND  = 6'h2;
    localparam ALU_OR   = 6'h3;
    localparam ALU_XOR  = 6'h4;
    localparam ALU_ADDI = 6'h10;
    always @* begin
        case (alu_op)
            ALU_ADD: rd = rs + rt;
            ALU_SUB: rd = rs - rt;
            ALU_AND: rd = rs & rt;
            ALU_OR:  rd = rs | rt;
            ALU_XOR: rd = rs ^ rt;
            ALU_ADDI: rd = rs + {{16{imm16[15]}}, imm16};
            default: rd= 32'h0000_0000;
        endcase
    end
endmodule
module cpu_core (
    input  wire        clk,          
    input  wire        reset,        
    output reg  [31:0] pc,          
    output wire [31:0] reg1_value   
);
    wire [31:0] instr;
    instr_rom rom (
        .addr(pc[11:2]),
        .data(instr)
    );
    wire [5:0]  opcode = instr[31:26];       
    wire [4:0]  rd     = instr[25:21];       
    wire [4:0]  rs     = instr[20:16];       
    wire [4:0]  rt     = instr[15:11];       
    wire [15:0] imm16  = instr[15:0];        
    wire [25:0] target = instr[25:0];        
    wire [31:0] imm_sext = {{16{imm16[15]}}, imm16};         
    localparam OP_ADD  = 6'h00;
    localparam OP_SUB  = 6'h01;
    localparam OP_AND  = 6'h02;
    localparam OP_OR   = 6'h03;
    localparam OP_XOR  = 6'h04;
    localparam OP_ADDI = 6'h10;
    localparam OP_J    = 6'h28;
    wire [31:0] rs_val;
    wire [31:0] rt_val;
    reg         rd_we;
    reg  [4:0]  rd_addr;
    reg  [31:0] rd_data;
    regfile rf (
        .clk    (clk),           
        .reset  (reset),         
        .we     (rd_we),         
        .rd_addr  (rd_addr),     
        .rd_data  (rd_data),
        .rs_addr (rs),           
        .rs_data (rs_val),
        .rt_addr (rt),           
        .rt_data (rt_val),
        .debug_r1 (reg1_value)   
    );
    reg  [5:0]  alu_op;
    wire [31:0] alu_rd;
    alu the_alu (
        .alu_op  (alu_op),
        .rs      (rs_val),
        .rt      (rt_val),
        .imm16   (imm16),
        .target  (target),
        .rd      (alu_rd)
    );
    reg [31:0] next_pc;
    always @* begin
        rd_we    = 1'b0;
        rd_addr = 5'd0;
        rd_data = 32'h0000_0000;
        alu_op   = 6'h3E;
        next_pc  = pc + 32'd4;
        case (opcode)
            OP_ADD: begin
                alu_op   = 6'h0;        
                rd_we    = 1'b1;        
                rd_addr = rd;           
                rd_data = alu_rd;       
            end
            OP_ADDI: begin
                alu_op   = 6'h10;       
                rd_we    = 1'b1;        
                rd_addr = rd;           
                rd_data = alu_rd;       
            end
            OP_J: begin
                next_pc = {pc[31:28], target, 2'b00};
            end
            default: begin
            end
        endcase
    end
    always @(posedge clk) begin
        if (reset) begin
            pc <= 32'h0000_0000;
        end else begin
            pc <= next_pc;
        end
    end
endmodule
module instr_rom (
    input  wire [9:0]   addr,    
    output reg  [31:0]  data
);
    function [31:0] mk_addi;
        input [4:0] rd;
        input [4:0] rs;
        input [15:0] imm;
        begin
            mk_addi = {6'h10, rd, rs, imm};  
        end
    endfunction
    function [31:0] mk_j;
        input [25:0] imm26;
        begin
            mk_j = {6'h28, imm26};  
        end
    endfunction
    always @* begin
        case (addr)
            10'd0: data = mk_addi(5'd1, 5'd1, 16'd1);       
            10'd1: data = mk_addi(5'd2, 5'd2, 16'd2);       
            10'd2: data = mk_j(26'd0);                      
            default: data = 32'h00000000;                   
        endcase
    end
endmodule
module regfile (
    input  wire        clk,
    input  wire        reset,
    input  wire        we,           
    input  wire [4:0]  rd_addr,      
    input  wire [31:0] rd_data,      
    input  wire [4:0]  rs_addr,       
    output wire [31:0] rs_data,       
    input  wire [4:0]  rt_addr,       
    output wire [31:0] rt_data,       
    output wire [31:0] debug_r1
);
    reg [31:0] regs [31:0];
    integer i;
    always @(posedge clk) begin
        if (reset) begin
            for (i = 0; i < 32; i = i + 1) begin
                regs[i] <= 32'h0000_0000;
            end
        end else begin
            if (we && (rd_addr != 5'd0)) begin
                regs[rd_addr] <= rd_data;
            end
        end
    end
    assign rs_data = (rs_addr == 5'd0) ? 32'h0000_0000 : regs[rs_addr];
    assign rt_data = (rt_addr == 5'd0) ? 32'h0000_0000 : regs[rt_addr];
    assign debug_r1 = regs[1];   
endmodule
==> flow_summary.json <==
{
  "via_per_inst": 5.19,
  "critPathKind": "flip-flop to flip-flop",
  "rr_endpoint": "rf.regs[1][27]",
  "drt-total-wl_um": 22200,
  "row_count": 58,
  "cts_hold_buf": 0,
  "grt_pass1_vias": 5858,
  "fmax_mhz": 175,
  "max-cap-violations": 0,
  "area_growth_pct": 21.6,
  "crit_fanout": 40,
  "ys_ff": 149,
  "timing.rr.start": "pc[2]",
  "worst_path_max_delay_cell": "nor3b_2",
  "fin_skew_ps": 10.2,
  "edf_count": 119,
  "outcome": "finished, final reports clean",
  "yosysWarnings": 4,
  "die_h_um": 163,
  "seqCellArea_um2": 4170,
  "ys_async_sr_fraction_pct": 0,
  "dominantRegCellSynth": "edfxtp_1",
  "fp.dieW_um": 163,
  "grt_pass1_wl_um": 34600,
  "relSlewSlack_pct": 30.2,
  "cts_resized": 0,
  "final_cells": 1149,
  "cp-end-kind": "flip-flop",
  "clk_pin_slew_worst_paths_ps": 60,
  "synthCells": 725,
  "drive_gt1_share_pct": 12.3,
  "grt_usage_pct": 17.9,
  "power_density_nw_per_um2": 188,
  "slew_violations": 0,
  "warning_count": 28,
  "ys_seq_share_pct": 53.8,
  "routedWlPerCell_um": 19.3,
  "ys_types": 68,
  "ioPinCount": 66,
  "finalSetupTns_ps": 0,
  "path_cells": "inv_1, ha_2, buf_4, nor3b_2, nand3_1, inv_1, ha_1, a21oi_1, or3_1, nor4_1, nand4_1, nor4b_2, mux2i_1, nor2_1",
  "avgSynthCellArea_um2": 10.7,
  "crit_top_cell": "inv_1",
  "cp_slowest_stage_delay_ps": 940,
  "antenna_cells": 0,
  "cts_setup_buffers": 0,
  "yosysCellCount": 725,
  "dpl.hpwl_um": 14900,
  "drt_iter0_drc": 444,
  "timing.hold.worst.class": "flip-flop to flip-flop",
  "port_buffers": 63,
  "holdCritStartpoint": "pc[31]",
  "ys_chip_area_um2": 7760,
  "worstSetupStartpointType": "flip-flop",
  "tightest_slew_ps": 1040,
  "r2r_cells": 14,
  "dieArea_um2": 26500,
  "total_power_mw": 1.78,
  "rsz0062_at_grt": "false",
  "post-route-util_pct": 37.4,
  "postPlaceCellArea_um2": 8830,
  "grt_max_degree": 41,
  "synth.area.top_cells": "edfxtp_1 (46%), dfxtp_1 (7.7%), nor2_1 (6.2%), mux2_2 (3.3%), xor2_1 (2.9%)",
  "finalClockPeriodUsage_pct": 54.3,
  "finalInstanceArea_um2": 9430,
  "fp_util_pct": 30.7,
  "dp_cells": 1117,
  "via_count": 5964,
  "syn_area_um2": 7760,
  "fin_crit_ps": 5700,
  "top_cell_area_share_pct": 46.1,
  "yosysTopAreaCell": "edfxtp_1",
  "leakagePower_nw": 3.35,
  "cts_tree": "yes",
  "cts_root_buffer": "clkbuf_16",
  "path_delay_family": "simple AND/OR/NAND/NOR gates",
  "clk_latency_ps": 420,
  "crit_required_ps": 10660,
  "whs_endpoint": "pc[31]",
  "cts.path.max_buffers": 2,
  "numClockSinks": 149,
  "numCtsBuffers": 17,
  "coreArea_um2": 25300,
  "setup_viol": 0,
  "peakVddDrop_mv": 0.0887,
  "worst-path-buf-inv": 3,
  "r2r_setup_slack_ps": 4800,
  "worstHoldPathCells": 2,
  "place.gp.congestion": 0.953,
  "final.fill_count": 2446,
  "logic_area_um2": 3440,
  "cts_max_level": 4,
  "hold_viol": 0,
  "crit_arrival_ps": 5860,
  "firstDrtPassIters": 7,
  "final_antenna_net_count": 0,
  "grt_overflow": 0,
  "drcViolationCount": 0,
  "antenna_found_initial": 0
}
placed cells by master, fill, tap and decap left out, types with 15 or more instances in the layout:
cell / n
nand3_1: 23
clkbuf_16: 21
buf_4: 17
nand2_1: 55
clkdlybuf4s50_1: 63
conb_1: 25
nand4_1: 16
mux2i_1: 15
nor2_1: 129
xor2_1: 26
a21oi_1: 34
dfxtp_1: 30
xnor2_1: 20
edfxtp_1: 119
mux2_2: 23
per-stage QoR:
| step | hold WS [ps] | worst slack [ps] |
|---|---|---|
| after floorplan | 445 | 6220 |
| after global placement | 471 | 4960 |
| after detailed placement | 478 | 4880 |
| after CTS | 487 | 4870 |
| after global routing | 540 | 4390 |
| final | 486 | 4800 |
synthesized netlist by cell type, types with 3 or more instances:
cell type    n
mux2_2      23
or3_1        3
nand2b_1     7
a21o_1       7
a2bb2oi_1    5
o22ai_1     14
a31o_2       4
mux2i_1     15
nor2b_1      4
nand3_1     23
clkbuf_1    25
xnor2_1     20
nand2_1     55
o22a_1       3
nor2_1     129
inv_1       12
nand4b_1     3
ha_1         6
and4_1       8
and3_1      13
nor4_1      12
a21oi_1     34
buf_2       10
nor4b_1      4
o2bb2ai_1    6
a22oi_1     12
nand4_1     16
nor4_2       3
dfxtp_1     30
o21ai_0     10
or4_1        4
nor3_1      13
buf_4        4
edfxtp_1   119
xor2_1      26
routing by layer:
layer  routed length, um  up-vias  track usage (%)  share of wire [%]
met2               10300      250             27.3                 46
li1                    -     2809                -                  -
met4                 245        0             2.12                1.1
met1               10000     2889             27.4                 45
met5                   0        -                0                  0
met3                1630       16             4.73                7.3
registers in the layout, summed over array words and instances, names as in the netlist:
name and flops:
pc 30, rf.regs 119
cells by family after synthesis:
group,after synthesis,share of synthesized area [%]
and+or+nand+nor,321,21.5
AOI/OAI and AO/OA,109,9.89
muxes,38,5.27
adders and majority gates,7,1.23
buffers and inverters,54,3.08
xor gates and xnor gates,46,5.19
other,1,0.0483
DFF,149,53.8
where the power goes:
group / internal (mW) / total [mW] / switching (mW)
Sequential: 0.702 / 0.736 / 0.0344
Clock: 0.362 / 0.613 / 0.251
Combinational: 0.167 / 0.428 / 0.260
worst max path at each step:
stage	from	to	slack, ps	cells past startpoint
after CTS	pc[2]	rf.regs[1][27]	4870	14
after global routing	pc[2]	rf.regs[2][27]	4390	14
final	pc[2]	rf.regs[1][27]	4800	14
tightest hold or removal path: stages (launching register included):
cell	delay (ps)
dfxtp_1	310
o21ai_0	70
a21oi_1	60
final cells by class:
type	count	share of cell area, %
well taps	330	4.38
clock inverters	11	0.849
clock buffers	21	5.57
multi-input cells	546	36.4
repair buffers	80	8.04
flip-flops and latches	149	44.2
inverters	12	0.478
Power and IR drop assume default switching activity.
